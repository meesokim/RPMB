## flow/design.v

```verilog
`timescale 10ns/1ns 
module rpmb(cs, a0, rw, rmirq, rbusdir, md, rint, rwait, reset, rclk,
				maddr, mdata, mreset, msltsl, mmreq, miorq, mwr, mrd, mbusdir, msx_clk,
				mcs1, mcs2, mcs12, mint, mwait, mm1, clk, mrfsh
		);
output reg cs;  
input a0;  
output reg rw;  
output wire rmirq;  
input wire rbusdir;  
input rint;  
input rwait;  
input reset;  
output reg rclk;  
output reg [15:0] md;
reg [15:0] md2;
reg [7:0] rdata;
reg [7:0] wdata;
reg [15:0] raddr;
reg flg;
input clk;
input [15:0] maddr;
inout wire [7:0] mdata;
input msltsl;
input mmreq;
input miorq;
input mwr;
input mrd;
input mrfsh;
input mm1;
input mcs1;
input mcs2;
input mcs12;
output reg mreset;
input msx_clk;
output reg mwait;
output reg mbusdir;
output reg mint;
reg [2:0] clkcount;
reg [5:0] cnt;
reg mio;
reg rwrw;
reg flg1;
reg a1;
reg [15:0] raddr2;
assign rmirq = mmreq;
assign mdata = (!mcs12 | !mcs1 | !mcs2) & !rw & !flg ? rdata : 8'bZ;
initial
begin
clkcount = 3'b000;
mwait = 1'b1;
mreset = 1'bZ;
mint = 1'bZ;
mbusdir = 1'bZ;
md = 1'bZ;
cs = 1'b1;
flg = 1'b1;
rclk = 1'b1;
raddr = 0;
rwrw = 0;
flg1 = 1;
raddr2 = 4'hffff;
end
always @ (posedge msx_clk) begin
	if (!mcs12 | !mcs1 | !mcs2)
	begin
		mio <= !miorq;
		if (!mwr )
			wdata <= mdata;
		rw <= mrd;
		raddr <= maddr;
		a1 <= 0;
	end
	else
	begin
		a1 <= 1;
		flg1 <= 1;
	end
end
always @ (negedge clk) begin
	if (!mcs12 | !mcs1 | !mcs2)
	begin
		if (!a0)
		begin
			md <= raddr;
			if (!mrd | !mwr)
				cs <= 0;
		end
		else 
		if (!cs)
		begin
			if (rw)
				md[7:0] <= wdata;
			else
			begin
				rdata <= md[7:0];
				flg <= 0;
			end
		end 
	end
	else
	begin
		flg <= 1;
		cs <= 1;
	end
end
endmodule
```

## flow/run.sh

```bash
#!/bin/bash
# OpenROAD 26Q1-2900-gdf79404cd8, Yosys 0.63+post, stock flow scripts
make -C /OpenROAD-flow-scripts/flow DESIGN_CONFIG=/design/flow/config.mk WORK_HOME=/design/flow/orfs finish
```

## flow/constraint.sdc

```tcl
current_design rpmb

set clk_period 3.4
set clk_io_pct 0.2

create_clock -name clk0 -period $clk_period [get_ports {clk}]
create_clock -name clk1 -period $clk_period [get_ports {msx_clk}]

set non_clock_inputs [all_inputs -no_clocks]
set_input_delay [expr $clk_period * $clk_io_pct] -clock clk0 $non_clock_inputs
set_output_delay [expr $clk_period * $clk_io_pct] -clock clk0 [all_outputs]
```

## flow/config.mk

```make
export PLATFORM = sky130hd
export DESIGN_NAME = rpmb
export DESIGN_NICKNAME = rpmb
export VERILOG_FILES = /design/flow/design.v
export SDC_FILE = /design/flow/constraint.sdc
export NUM_CORES = 4
export LEC_CHECK = 1
export CORE_UTILIZATION = 30
```

==> Implementation_results.wiki <==
== Metrics ==
{| class="wikitable"
! Metric !! Value
|-
| Total gr overflow || 0
|-
| Width of the die || 78.14 um
|-
| Clock tree from TritonCTS || built
|-
| Largest net degree at the start of global routing || 18
|-
| Required arrival time at the worst endpoint || 1.75 ns
|-
| Number of nets with antenna violations after routing || 0
|-
| Vias in the first global route || 1034
|-
| Final Wtd Congestion || 0.7949
|-
| Top-level I/O count || 65
|-
| Most heavily used metal layer in global routing || met2
|-
| Average cell area after synthesis || 22.30 um2
|-
| RSZ-0062 raised after global routing || false
|-
| Hold Crit Depth || 0
|-
| Setup Viol. Count Final || 0
|-
| Measured slew at the worst slew-check pin || 0.7142 ns
|-
| Area added between synthesis and finish || 40.86%
|-
| Distinct lib cells || 14
|-
| Clock transition at the registers of the reported paths || 0.03 ns
|-
| Startpoint type of the worst setup path || input pin
|-
| Clock tree skew after final layout || 0.02073 ns
|-
| Total Routed Length || 2859 um
|-
| Average wire per cell in the routed design || 12.54 um
|-
| Cell type contributing the most total cell area after synthesis || edfxtp_1
|-
| DR DRC count || 0
|-
| Ratio of cells with drive above 1 in the final layout || 0.1923
|-
| Register-to-Register Setup Slack || 0.54 ns
|-
| Worst hold path type || reg2reg
|-
| Placed Instances || 192
|-
| Post-route core utilization || 0.4422
|-
| Detailed router's first-iteration violation count || 19
|-
| Post-synth design cell area || 0.001739 mm2
|-
| Total via count after detailed routing || 910
|-
| Antenna diode count || 0
|-
| CP endpoint kind || flop
|-
| Met3 usage in global routing || 0.06494
|-
| Length in cells of the worst reg-to-reg path || 2
|-
| Power density over the cells || 540.7 mW/mm2
|-
| Slew headroom || 0.5221
|-
| Hold Vio Cnt, Final || 0
|-
| IR drop worst, VDD || 0.2300 mV
|-
| Global-route track usage on met1 || 0.1216
|-
| Number of sinks on the clock net || 50
|-
| Crit Path Class || in2reg
|-
| Yosys Instances || 78
|-
| Area of the core || 0.005540 mm2
|-
| Run status || completed
|-
| Leakage power total || 1.017 nW
|-
| Final Instance Count excl. Fillers || 228
|-
| Cell area leaders || edfxtp_1 85%, mux2_4 5.2%, buf_4 2.6%
|-
| Seq cells post-synth || 50
|-
| Register area share after synthesis || 0.8576
|-
| WP data arrival || 1.69 ns
|-
| Final count of pins violating max slew || 0
|-
| Portion of synthesized cell area occupied by the leading cell type || 0.8460
|-
| YS warnings || 7
|-
| Global-route met2 utilization || 0.1509
|-
| Count of mapped cells out of synthesis || 78
|-
| Most frequent logic cells in the routed design || 49 x edfxtp_1, 27 x inv_1, 22 x clkdlybuf4s50_1
|-
| GRT Overall Usage || 0.1041
|-
| Leading cell type in the layout, fill and taps excluded || edfxtp_1
|-
| Chip area line of the yosys report || 0.001739 mm2
|-
| Initial antenna violation count || 0
|-
| Port Buffer Count || 40
|-
| Max-capacitance violation count || 0
|-
| Highest net fanout along the worst path || 8
|-
| Routed via count divided by cell count || 3.991
|-
| Fraction of the core area occupied by cells at floorplan || 0.3139
|-
| Drt pass-1 iters || 4
|-
| Vertical die dimension || 78.14 um
|-
| Stage-log warning count || 59
|-
| Global-route wire length before repair || 4512 um
|-
| Fill cell count || 492
|-
| Chip area || 0.006106 mm2
|-
| HPWL after detailed placement || 2021 um
|-
| Std-Cell Rows || 27
|}
-- flip-flops by register name, indices dropped and copies added, names as in the netlist --
name,count
wdata,8
cs,1
md,16
rw,1
mdata,8
raddr,16
-- power by group --
part / switching, mW / internal (mW)
clock: 0.261 / 0.208
combinational: 0.0298 / 0.0689
sequential: 0.0185 / 0.738
-- worst max-delay path, stage by stage --
cell and delay, ns:
clkdlybuf4s50_1 0.40, and3_4 0.21, nor4b_4 0.22, buf_6 0.18
-- timing repair --
item,CTS,global route
hold buffers,0,0
buffers inserted,2,2
gates resized,21,4
setup endpoints to repair,25,6
-- per-stage QoR --
stage	hold WS [ns]	power (mW)	TNS, ns	cell area, um2	setup slack (ns)
floorplan	0.4003	0.8399	0	1754	0.001896
global placement	0.4306	0.9147	-9.760	2233	-0.3459
detailed placement	0.4356	0.9175	-10.01	2233	-0.3726
CTS	0.4393	1.351	0	2429	0.01114
global route	0.4525	1.411	0	2450	0.002936
finish	0.4374	1.325	0	2450	0.05335
-- layout make-up --
type                    instances  area (um2)  share of cell area
clock inverters                27       111.4             0.04545
flip-flops and latches         50        1495              0.6103
inverters                       2       7.507            0.003064
multi-input cells              21       198.9             0.08121
clock buffers                   6       82.58             0.03371
repair buffers                 50       464.2              0.1895
well taps                      72       90.09             0.03677
-- layer usage --
layer  share of wire  vias up
met4           0.024        0
met5               0        -
met1            0.38      422
met2            0.49       48
met3            0.11        4
li1                -      436
-- path summary, 6_finish.rpt --
kind	from	endpoint
worst max-delay path	mcs2	mdata[5]
worst min-delay path	md[7]	mdata[7]
max in group clk1	mdata[3]	wdata[3]
worst max register to register	rw	mdata[5]
min in group clk1	mdata[7]	wdata[7]
worst min register to register	md[7]	mdata[7]
-- cell families after synthesis --
group,synth area share
buf+inv,0.03885
compound gates,0.008631
flops,0.8576
simple gates,0.02590
mux,0.06475
other cells,0.004318
-- synthesized netlist by cell type, drive strengths merged --
cell type,n
edfxtp,49
a21oi,2
nor2,2
nand2b,1
nor4b,1
buf,7
dfxtp,1
conb,2
inv,3
and3,1
mux2,8
o21ai,1
Power is estimated from default activity; no workload was simulated.
